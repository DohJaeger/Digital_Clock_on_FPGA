===== ./config.mk =====
export PLATFORM = sky130hd
export DESIGN_NAME = digital_clock
export DESIGN_NICKNAME = digital_clock
export VERILOG_FILES = /design/flow/design.v
export SDC_FILE = /design/flow/constraint.sdc
export NUM_CORES = 4
export LEC_CHECK = 1
export CORE_UTILIZATION = 40

===== ./constraint.sdc =====
current_design digital_clock

set clk_period 5.4
set clk_io_pct 0.2

create_clock -name clk0 -period $clk_period [get_ports {CENT_BTN}]
create_clock -name clk1 -period $clk_period [get_ports {clk}]

set non_clock_inputs [all_inputs -no_clocks]
set_input_delay [expr $clk_period * $clk_io_pct] -clock clk0 $non_clock_inputs
set_output_delay [expr $clk_period * $clk_io_pct] -clock clk0 [all_outputs]

===== ./design.v =====
`timescale 1ns / 1ps
module digital_clock(
    input clk,
    input CENT_BTN,UP_BTN, LEFT_BTN, RIGHT_BTN, DOWN_BTN, SET_CLK_SWITCH, ALARM_SWITCH, 
          ALARM_ON, STOP_WATCH_SWITCH, STOP_WATCH_ON,
    output [6:0] CATHODE, output [3:0] ANODE,
    output reg [0:0] ALARM_LED,
    output reg [0:0] SET_CLK_LED,
    output reg [0:0] SET_STOPWATCH_LED,
    output reg [5:0] Hours
);
reg [31:0] counter,Set_Clock_Counter;
reg [5:0] Minutes,Seconds = 0;        
parameter Show_Clock = 2'b00;  
parameter Set_Alarm = 2'b01;    
parameter Set_Stopwatch = 2'b10;
reg Current_Mode = Show_Clock;
reg current_bit = 0;
reg [3:0] Val_0,Val_1, Val_2, Val_3 = 0;
reg [5:0] Lap_Seconds [4:0], Lap_Mini_Seconds [4:0];
reg [1:0] lap_counter1, lap_counter2 =0;    
reg Up_Btn_State = 0;
    always@(posedge CENT_BTN) begin
        case(Current_Mode)
            Show_Clock : Current_Mode <= Set_Alarm;
            Set_Alarm : Current_Mode <= Show_Clock; 
            default : Current_Mode <= Show_Clock;
        endcase
        SET_STOPWATCH_LED <= ~SET_STOPWATCH_LED;
    end
    reg [6:0] Mini_Seconds = 0;
    reg [5:0] Seconds_Stopwatch = 0;
    reg [30:0] stopwatch_counter = 0;
    always@(posedge clk) begin
        if(STOP_WATCH_ON && STOP_WATCH_SWITCH) begin
            if(stopwatch_counter < 1_000_000)
                stopwatch_counter <= stopwatch_counter + 1;
            else begin
                stopwatch_counter <= 0;
                if(Mini_Seconds < 99) begin
                    Mini_Seconds <= Mini_Seconds + 1;
                end
                else begin
                    Mini_Seconds <= 0;
                    Seconds_Stopwatch <= Seconds_Stopwatch + 1;
                end
            end
        end
        if(!STOP_WATCH_SWITCH) begin
            Mini_Seconds <= 0;
            Seconds_Stopwatch <= 0;
        end
    end
    reg [31:0] blink_counter,alarm_counter;
    reg [5:0] alarm_h,alarm_m = 1;
    reg current_bit_alarm = 0;
    always@(posedge clk) begin
        if(ALARM_SWITCH) begin
        if(blink_counter < 10_000_000) begin
            blink_counter <= blink_counter + 1;
        end
        else
            begin
            blink_counter <= 0;
            case (current_bit_alarm)
                1'b0: begin 
                    if (UP_BTN) begin
                        if(alarm_m == 59)
                            alarm_m <= 0;
                        else
                            alarm_m <= alarm_m + 1;
                    end
                    if (DOWN_BTN) begin 
                        if (alarm_m > 0)
                            alarm_m <= alarm_m - 1;
                        else 
                            alarm_m <= 59;
                    end
                    if (LEFT_BTN || RIGHT_BTN) begin
                        current_bit_alarm <= 1;
                    end
                end
                1'b1: begin 
                    if (UP_BTN)
                        begin 
                        if(alarm_h < 23)
                            alarm_h <= alarm_h + 1;
                        else
                            alarm_h <= 0;
                        end
                    if (DOWN_BTN)
                        begin 
                        if (alarm_h > 0)
                            alarm_h <= alarm_h - 1;
                        else
                            alarm_h <= 23;
                        end
                     if (RIGHT_BTN || LEFT_BTN) 
                         begin 
                         current_bit_alarm <= 0;
                         end
                      end                      
             endcase          
            end                
        end
    end
    always@(posedge clk) begin
        if(Hours == alarm_h && Minutes == alarm_m && ALARM_ON) begin
            if (alarm_counter < 100000000) begin 
                alarm_counter <= alarm_counter + 1;
            end 
            else begin
                alarm_counter <= 0;
                ALARM_LED <= ~ ALARM_LED;
            end
        end
        else
            ALARM_LED <= 0;
    end
    always@(posedge clk) begin
        if(!SET_CLK_SWITCH) begin     
            if (counter < 100000000) begin 
                counter <= counter + 1;
            end 
            else begin
                counter <= 0;
                Seconds <= Seconds + 1;
            end     
            if (Seconds >= 60) begin 
                Seconds <= 0;
                Minutes <= Minutes + 1;
            end
            if (Minutes >= 60) begin 
                Minutes <= 0;
                Hours <= Hours + 1;
            end
            if (Hours >= 24) begin 
                Hours <= 0;
            end
        end
        else begin
            SET_CLK_LED <= SET_CLK_SWITCH;           
               if (Set_Clock_Counter < (25000000)) begin
                   Set_Clock_Counter <= Set_Clock_Counter + 1;
               end 
               else begin
               Set_Clock_Counter <= 0;
               case (current_bit)
                   1'b0: begin
                       if (UP_BTN)
                           begin
                            if(Minutes < 59)
                                Minutes <= Minutes + 1;
                            else
                                Minutes <= 0;
                           end
                       if (DOWN_BTN)
                           begin 
                           if (Minutes > 0) begin
                               Minutes <= Minutes - 1;
                           end 
                           if(Minutes == 0) begin
                               Minutes <= 59;
                           end
                           end
                       if (LEFT_BTN || RIGHT_BTN)
                           begin
                           current_bit <= 1;
                           end
                       end
                   1'b1: begin 
                       if (UP_BTN)
                          begin 
                          if(Hours < 23)
                            Hours <= Hours + 1;
                          if(Hours == 23)
                            Hours <= 0;
                          end
                       if (DOWN_BTN)
                           begin 
                           if (Hours > 0)
                               begin
                               Hours <= Hours - 1;
                               end
                           else if (Hours == 0)
                               begin
                               Hours <= 23;
                               end
                           end
                       if (RIGHT_BTN || LEFT_BTN)
                           begin 
                           current_bit <= 0;
                           end
                       end                      
                   endcase          
               end                  
           end 
    end      
   sevseg display(.clk(clk),     
       .binary_input_0(Val_0),
       .binary_input_1(Val_1),
       .binary_input_2(Val_2),
       .binary_input_3(Val_3),
       .ANODE(ANODE),
       .CATHODE(CATHODE));
    always@(posedge clk) begin
        if(STOP_WATCH_SWITCH) begin
            Val_0 <= Mini_Seconds % 10;
            Val_1 <= Mini_Seconds / 10;
            Val_2 <= Seconds_Stopwatch % 10;
            Val_3 <= Seconds_Stopwatch / 10;
        end
        else if(ALARM_SWITCH) begin
            Val_0 <= alarm_m % 10;
            Val_1 <= alarm_m / 10;
            Val_2 <= alarm_h % 10;
            Val_3 <= alarm_h / 10;
        end 
        else if(Current_Mode == Show_Clock | SET_CLK_SWITCH) begin
            Val_2 <= Minutes % 10;
            Val_3 <= Minutes / 10;
            Val_0 <= Seconds % 10;
            Val_1 <= Seconds / 10;
        end
    end
endmodule
`timescale 1ns / 1ps
module sevseg (
    input clk,
    input [3:0] binary_input_0,  
    input [3:0] binary_input_1,
    input [3:0] binary_input_2,
    input [3:0] binary_input_3,
    output reg [3:0] ANODE,  
    output reg [6:0] CATHODE  
    );
    reg [1:0] current_LED = 0;
    reg [7:0] LED_out [3:0];
    reg [18:0] counter = 0; 
    parameter max_counter = 500000;  
    wire [3:0] four_bit_data [3:0];  
    assign  four_bit_data[0] = binary_input_0;
    assign  four_bit_data[1] = binary_input_1;
    assign  four_bit_data[2] = binary_input_2;
    assign  four_bit_data[3] = binary_input_3;
    always @(posedge clk) begin
        if (counter < max_counter) begin
            counter <= counter+1;
        end else begin
            current_LED <= current_LED + 1;
            counter <= 0;
        end
		case(four_bit_data[current_LED])  
			 4'b0000 : LED_out[current_LED] <= 7'b1000000;  
			 4'b0001 : LED_out[current_LED] <= 7'b1111001;  
			 4'b0010 : LED_out[current_LED] <= 7'b0100100;  
			 4'b0011 : LED_out[current_LED] <= 7'b0110000;  
			 4'b0100 : LED_out[current_LED] <= 7'b0011001;  
			 4'b0101 : LED_out[current_LED] <= 7'b0010010;  
			 4'b0110 : LED_out[current_LED] <= 7'b0000010;  
			 4'b0111 : LED_out[current_LED] <= 7'b1111000;  
			 4'b1000 : LED_out[current_LED] <= 7'b0000000;  
			 4'b1001 : LED_out[current_LED] <= 7'b0011000;  
			 4'b1010 : LED_out[current_LED] <= 7'b0001000;  
			 4'b1011 : LED_out[current_LED] <= 7'b0000011;  
			 4'b1100 : LED_out[current_LED] <= 7'b1000110;  
			 4'b1101 : LED_out[current_LED] <= 7'b0100001;  
			 4'b1110 : LED_out[current_LED] <= 7'b0000110;  
			 default : LED_out[current_LED] <= 7'b0001110;  
		 endcase
        case(current_LED)
            0: begin
                ANODE <= 4'b1110;
                CATHODE <= LED_out[0];
            end
            1: begin
                ANODE <= 4'b1101;
                CATHODE <= LED_out[1];            
            end
            2: begin
                ANODE <= 4'b1011;
                CATHODE <= LED_out[2];
            end
            3: begin
                ANODE <= 4'b0111;
                CATHODE <= LED_out[3];
            end                
        endcase        
    end    
endmodule

===== ./run.sh =====
#!/bin/bash
# OpenROAD 26Q1-2900-gdf79404cd8, Yosys 0.63+post, stock flow scripts
make -C /OpenROAD-flow-scripts/flow DESIGN_CONFIG=/design/flow/config.mk WORK_HOME=/design/flow/orfs finish

==> flow_metrics.tcl <==
# place-and-route summary
set metrics [dict create \
    critPathCaptureType "flop" \
    ys_ff 283 \
    hold_buffers 0 \
    num_antenna_cells 0 \
    drive_gt1_share_pct 6.48 \
    antenna_found_initial 1 \
    area_leaders "edfxtp_1 (46%), nor2_1 (6.6%), dfxtp_1 (6.0%)" \
    p_clk_share_pct 40.6 \
    top_area_cell "edfxtp_1" \
    post_cts_buffers 0 \
    setup_violations 0 \
    synthAoiAreaFrac_pct 11.5 \
    grt_pass1_vias 10453 \
    io_pins 31 \
    ant_nets 0 \
    setup-tns-final_ps 0 \
    routed_wl_um 29500 \
    wl_per_cell_um 13.8 \
    cts.repair.resized 0 \
    die_y_um 199 \
    tightest_slew_ps 828 \
    combinationalPowerShare_pct 11.8 \
    async_flop_share_pct 0 \
    switching_share_pct 24.4 \
    vias_per_cell 5.20 \
    top_cell "nor2_1" \
    core.rowCount 71 \
    drc 0 \
    crit_chain "clkdlybuf4s50_1 -> or2b_1 -> o21ai_4 -> and2_1 -> inv_1 -> ha_1 -> nand2b_1 -> o221ai_2 -> a21oi_4 -> mux2i_1 -> and3b_1 -> a211oi_1 -> a2111oi_0 -> a211oi_1" \
    power.leakage_nw 6.18 \
    top_area_share_pct 46.1 \
    min_path_type "flop to flop" \
    dr.pass1.iters 6 \
    internal_power_mw 4.18 \
    power_density_nw_per_um2 316 \
    dp.cells 2071 \
    critPathMaxFanout 9 \
    hold_viol 0 \
    ys_sh_xor_pct 9.75 \
    syn_inst 1537 \
    critPathMaxStageDelay_ps 600 \
    maxSlewViolCount 0 \
    drv_cap 0 \
    seq_power_share_pct 47.6 \
    final_util_pct 46.2 \
    vdd_drop_max_v 0.000273 \
    fin_area_um2 17500 \
    arrival_ps 4820 \
    grt_max_degree 42 \
    overflow 0 \
    avgSynthCellArea_um2 10.0 \
    ff_type "edfxtp_1" \
    place_area_um2 16400 \
    die_area_um2 39400 \
    ys_area_um2 15400 \
    cts_sinks 283 \
    ys_top_logic_family "simple AND/OR/NAND/NOR gates" \
    syn2layout_area_growth_pct 13.3 \
    edf_count 237 \
    top_cells_by_count "nor2_1 (271), edfxtp_1 (237), nand2_1 (106)" \
    fin_skew_ps 20.2 \
    tool_warnings 37 \
    fp.dieW_um 199 \
    mux_share_pct 1.84 \
    crit_family "simple AND/OR/NAND/NOR gates" \
    yosysCellCount 1537 \
    ys_seq_share_pct 52.0 \
    crit_path_frequent_cell "a211oi_1" \
    crit_type "input port to flop" \
    ys_warn_count 2 \
    port_buffers 28 \
    dpl.hpwl_um 19500 \
    timing.critical_path.required_ps 5650 \
    via_count 11080 \
    synth_cell_types 85 \
    drt-initial-drc-count 668 \
    fp_util_pct 40.8 \
    critPathSlowestCell "clkdlybuf4s50_1" \
    worst-path-buf-inv 2 \
    syn_area_um2 15400 \
    slew_headroom_pct 44.8 \
    grt_use_total_pct 16.4 \
    final-instance-count-excl-fill 2132 \
    critPathLaunchType "input port" \
    cts_tree "built" \
    fa_ha_area_share_pct 2.66 \
    p_sw_mw 1.35 \
    path_clk_slew_ps 50 \
    core_area_um2 37800 \
    fill_cells 3488 \
    rsz0062_at_grt "no" \
    simple_gate_share_pct 19.0 \
    grt_pass1_wl_um 50600 \
    outcome "completed" \
    place_congestion 0.907 \
]
stage by stage:
step	setup slack [ps]	total power [mW]	hold slack (ps)
finish	836	5.53	386
global route	517	5.80	390
CTS	891	5.61	383
detailed placement	305	3.33	379
global placement	372	3.32	364
floorplan	1050	3.14	338
power by group through the flow:
stage / combinational (mW) / sequential (mW) / clock [mW]
6_report: 0.652 / 2.64 / 2.25
5_1_grt: 0.739 / 2.66 / 2.40
4_1_cts: 0.652 / 2.64 / 2.32
worst reg2reg max path: stages, from the launching register on:
cell	delay [ps]
edfxtp_1	550
mux2_4	380
o21ai_4	240
and2_1	260
inv_1	60
ha_1	330
nand2b_1	250
o221ai_2	190
a21oi_4	270
mux2i_1	320
and3b_1	400
a211oi_1	150
a2111oi_0	390
a211oi_1	90
flip-flops by register name (all words and copies together) (netlist names), 6 cells and up, named ones only:
signal	count
Mini_Seconds	7
Seconds	6
Seconds_Stopwatch	6
Set_Clock_Counter	32
alarm_counter	32
alarm_h	6
alarm_m	6
blink_counter	32
counter	32
display.CATHODE	7
display.LED_out	28
display.counter	19
stopwatch_counter	31
logic make-up (layout without fill, tap and decap cells):
logic type / Yosys count / count (layout)
compound gates: 263 / 263
mux: 26 / 26
xor+xnor: 172 / 172
flops: 283 / 283
buf+inv: 122 / 170
simple gates: 636 / 636
other cells: 2 / 38
fa+ha+maj: 33 / 33
worst paths after layout:
path / cells after the start / slack [ps] / startpoint / end
max in group clk0: 1 / 2620 / flop / Hours[2]
min in group clk1: 1 / 470 / display.counter[0] / display.counter[0]
worst min register to register: 1 / 390 / Current_Mode / Current_Mode
worst max register to register: 13 / 1230 / Minutes[4] / Val_0[3]
worst max-delay path: 14 / 840 / STOP_WATCH_SWITCH / Val_0[3]
worst min-delay path: 1 / 390 / Current_Mode / Current_Mode
cell usage in the layout, fill, tap and decap left out, types with 6 or more instances in the layout:
cell type        netlist  routed
clkinv_2               0       6
o21a_1                10      10
o21ai_0               57      57
conb_1                 2      38
mux2i_1               15      15
a222oi_1              11      11
xor2_1                92      92
clkbuf_16              0      34
buf_4                  1      23
clkdlybuf4s50_1        0      26
o211ai_1              11      11
nand2_1              106     106
nand4_1               31      31
a211oi_1               7       7
dfxtp_1               46      46
nor2_1               271     271
clkbuf_1              49       9
and2_1                11      11
nand2b_1              11      11
or2_2                  6       6
ha_1                  32      32
edfxtp_1             237     237
a21oi_1               68      68
mux2_2                 7       7
xnor2_1               80      80
nor4_1                12      12
o22ai_1                8       8
a31oi_1               15      15
nor2b_1               10      10
o31ai_1                6       6
or3_1                 12      12
nand3_1               82      82
nor3_1                32      31
and3_1                30      30
inv_1                 54      53
area by class of cell:
| cell class | instances | area [um^2] | share of cell area, % |
|---|---|---|---|
| multi-input combinational | 1168 | 7050 | 40.3 |
| timing repair buffer | 51 | 443 | 2.53 |
| inverter | 58 | 218 | 1.24 |
| clock buffer | 43 | 885 | 5.06 |
| sequential | 283 | 8040 | 45.9 |
| tap | 511 | 639 | 3.65 |
| clock inverter | 18 | 220 | 1.26 |
layer usage:
layer  wire length, um  GRT usage, %
met5                 0             0
met4               608          2.91
met3              1320          2.91
met2             12900          24.0
met1             14700          27.3
Power figures rest on the tool's default switching activity, not on a simulated workload.
